### config.mk
export PLATFORM = sky130hd
export DESIGN_NAME = mini_cpu
export DESIGN_NICKNAME = mini_cpu
export VERILOG_FILES = /design/flow/design.v
export SDC_FILE = /design/flow/constraint.sdc
export NUM_CORES = 4
export LEC_CHECK = 1
export CORE_UTILIZATION = 50
export SYNTH_MEMORY_MAX_BITS = 65536
### constraint.sdc
current_design mini_cpu

set clk_period 92.0
set clk_io_pct 0.2

create_clock -name clk0 -period $clk_period [get_ports {clk}]

set non_clock_inputs [all_inputs -no_clocks]
set_input_delay [expr $clk_period * $clk_io_pct] -clock clk0 $non_clock_inputs
set_output_delay [expr $clk_period * $clk_io_pct] -clock clk0 [all_outputs]
### design.v
`timescale 1ns/1ps
module mini_cpu(
	input  wire		   clk,
	input  wire		   rst,
	input  wire		   en,
	input wire 		   imem_we,
	input wire  [7:0]  imem_addr,
	input wire  [15:0] imem_wdata,
	input wire 		   rf_we,
	input wire  [1:0]  rf_addr,
	input wire  [7:0]  rf_wdata,
	output reg  [7:0]  PC,
	output wire	 	   halt,
	output wire [7:0]  dbg_r0,
	output wire [7:0]  dbg_r1,
	output wire [7:0]  dbg_r2,
	output wire [7:0]  dbg_r3,
	output wire [2:0]  dbg_state
	);
reg [15:0] IR;
reg [7:0] regis [0:3];
reg [15:0] imem [0:255];
reg [7:0] rs_data	   ;
reg [7:0] rd_data	   ;
wire [3:0] opcode;
wire [1:0] rd	 ;
wire [1:0] rs	 ;
wire [7:0] imm8  ;
assign opcode 	 = IR[15:12];
assign rd	   	 = IR[11:10];
assign rs     	 = IR[9:8]	;
assign imm8   	 = IR[7:0]	;
localparam FETCH  = 0;
localparam DECODE = 1;
localparam EXEC   = 2;
localparam WB 	  = 3;
localparam HALT   = 4;
reg [2:0] state, nst ;
assign dbg_r0 = regis[0];
assign dbg_r1 = regis[1];
assign dbg_r2 = regis[2];
assign dbg_r3 = regis[3];
assign dbg_state = state;
reg  reg_write  	   ;
reg  [2:0] alu_op      ;
reg  alu_src_imm	   ;
reg  [7:0] ALU_OUT     ;
wire [7:0] alu_inA 	   ;
wire [7:0] alu_inB 	   ;
reg  [7:0] alu_result  ;
reg  zero_flag		   ;
reg  zero_en		   ;
reg  branch_en		   ;
localparam [3:0] OP_BEQ  = 4'H8;
localparam [3:0] OP_BNE  = 4'H9;
localparam [3:0] OP_ADD  = 4'hA;
localparam [3:0] OP_ADDI = 4'hB;
localparam [3:0] OP_SUB  = 4'hC;
localparam [3:0] OP_CMP  = 4'HD;
localparam [3:0] OP_JMP  = 4'HE;
localparam [3:0] OP_HALT = 4'hF;
localparam [2:0] ALU_ADD = 3'b001;
localparam [2:0] ALU_SUB = 3'b010;
always @(posedge clk)
begin
    if (rst)
		begin
			PC        <= 8'd0;
			state     <= FETCH;
			IR        <= 16'h0000;
			regis[0]  <= 8'h11;
			regis[1]  <= 8'h22;
			regis[2]  <= 8'h33;
			regis[3]  <= 8'h44;
			zero_flag <= 1'b0;
			ALU_OUT   <= 8'h00;
		end
	else if (!en)
		begin
			if (rf_we)
        begin
				  regis[rf_addr] <= rf_wdata;
        end
			state <= state;
		end
    else
		begin
			state <= nst;
			case (state)
				FETCH:
					begin
						IR <= imem[PC];
						PC <= PC + 1;
					end
				EXEC:
					begin
						ALU_OUT <= alu_result;
						if (zero_en)
							zero_flag <= (alu_result == 8'h00);
						if (opcode == OP_BEQ && alu_result == 8'h00)
							PC <= PC + $signed(imm8);
						else if (opcode == OP_BNE && alu_result != 8'h00)
							PC <= PC + $signed(imm8);
						else if (opcode == OP_JMP)
							PC <= PC + $signed(imm8);
					end
				WB:
					begin
						if (reg_write)
							regis[rd] <= ALU_OUT;
					end
				HALT:
					begin
					end
				default:
					begin
					end
			endcase
		end
end
always @(posedge clk)
begin
	if (!en && imem_we)
		imem[imem_addr] <= imem_wdata;
end
assign halt = (state == HALT);
always @(*)
begin
rs_data = 8'h00;
	if (rs == 2'b00)
		rs_data = regis[0];
	else if (rs == 2'b01)
		rs_data = regis[1];
	else if (rs == 2'b10)
		rs_data = regis[2];
	else
		rs_data = regis[3];
end
always @(*)
begin
	rd_data = 8'h00;
	if (rd == 2'b00)
		rd_data = regis[0];
	else if (rd == 2'b01)
		rd_data = regis[1];
	else if (rd == 2'b10)
		rd_data = regis[2];
	else
		rd_data = regis[3];
end
assign alu_inB = (alu_src_imm ? imm8 : rs_data);
assign alu_inA = rd_data;
always @(*)
begin
	reg_write 	= 1'b0	;
	alu_src_imm = 1'b0	;
	alu_op		= 3'b000;
	alu_result  = 8'h00 ;
	zero_en     = 1'b0  ;
	branch_en   = 1'b0  ;
	case(opcode)
		OP_ADD: 
      begin
			  reg_write   = 1'b1   ;
			  alu_src_imm = 1'b0   ;
			  alu_op      = ALU_ADD;
			  zero_en     = 1'b1   ;
			end
		OP_HALT:
      begin
			  reg_write 	= 1'b0;		
			end
		OP_ADDI :
      begin
			  reg_write 	= 1'b1	 ;
			  alu_src_imm = 1'b1	 ;
			  alu_op      = ALU_ADD;
			  zero_en     = 1'b1	 ;
			end
		OP_SUB :
      begin
			  reg_write 	= 1'b1	 ;
			  alu_src_imm = 1'b0	 ;
			  alu_op      = ALU_SUB;
			  zero_en     = 1'b1	 ;
			end
		OP_CMP:
      begin
			  reg_write 	= 1'b0	 ;
			  alu_src_imm = 1'b0	 ;
			  alu_op      = ALU_SUB;
			  zero_en     = 1'b1	 ;
			end
		OP_BEQ :
      begin
			  reg_write = 1'b0;
			  alu_src_imm = 1'b0	 ;
			  alu_op      = ALU_SUB;
			  branch_en     = 1'b1 ;
			  zero_en     = 1'b0	 ;
			end
		OP_BNE :
      begin
			  reg_write 	= 1'b0	 ;
			  alu_src_imm = 1'b0	 ;
			  alu_op      = ALU_SUB;
			  branch_en   = 1'b1 	 ;
			  zero_en     = 1'b0	 ;
			end
		OP_JMP :
      begin
			  reg_write   = 1'b0;
			  zero_en     = 1'b0;
			end
		default : 
      begin
      end
	endcase
	case(alu_op)
		ALU_ADD : 
      begin
			  alu_result = alu_inA + alu_inB;
			end
		ALU_SUB :
      begin
			  alu_result = alu_inA - alu_inB;
			end
		default : 
      begin
      end
	endcase
end
always @(*)
begin
	nst = state;
	case (state)
		FETCH:
			nst = DECODE;
		DECODE :
      begin
			  if (opcode == OP_HALT)
				  nst = HALT;
			  else
				  nst = EXEC;
			end
		EXEC:
			nst = WB;
		WB:
			nst = FETCH;
		HALT:
			nst = HALT;
		default:
      begin
        nst = FETCH;
      end	
  endcase
end
endmodule
### run.sh
#!/bin/bash
# OpenROAD 26Q1-2900-gdf79404cd8, Yosys 0.63+post, stock flow scripts
make -C /OpenROAD-flow-scripts/flow DESIGN_CONFIG=/design/flow/config.mk WORK_HOME=/design/flow/orfs finish
==> changes_impl.md <==
## Implementation

* Initial antenna violation count at 25
* Main flop type after synthesis: edfxtp_1
* Fillers at 22,200
* Clk root buf: clkbuf_16
* Number of enable flip-flop cells at 4,128
* Total vias in the final route at 71,900
* Internal reg-to-reg setup slack at 84.95 ns
* Top cell excl fill/tap: edfxtp_1
* Pwr/cell area at 22.8 nW/um^2
* RSZ-0062 raised after global routing: false
* Initial drt markers at 5,236
* GRT Util Overall at 0.290
* DR WL/cell at 34.1 microns
* Row Count at 207
* R2R Path Start: PC[0]$_SDFFE_PP0P_
* Worst path max stage delay at 0.86 ns
* CP Class: primary input to flop
* Die X at 569 microns
* GR Overflow Total at 0
* First-pass GRT wire length at 577,000 microns
* Die Span Y at 569 microns
* Drt pass-1 iters at 7
* Max-area cell share at 0.772
* Max Cap Viol at 0
* Setup Skew at 0.0467 ns
* Finished Cell Area at 182,000 sq um
* Flops out of synthesis at 4,163
* Die area at 323,000 sq um
* Final TNS setup at 0 ns
* Crit Path Max Fanout at 16
* Post-CTS Hold Fix Bufs at 0
* Drt total wl at 403,000 microns
* Leakage at 55.8 nW
* Area leader, netlist: edfxtp_1
* Area added between synthesis and finish at 13.6%
* Vias per cell at 6.10
* Cell area leaders: edfxtp_1 77%, mux4_2 19%, nor2_1 0.71%
* Final hold vios at 0
* Crit path launch type: primary input
* Clock sinks at 4,163
* Total Power at 0.00416 W
* Worst-Margin Slew at 1.00 ns
* Fp util at 0.504
* Layout cells sized above 1 at 0.342
* Post-Synthesis Cell Area at 161,000 sq um
* Postcts setup bufs at 0
* Antenna-violating nets left at 0
* Critical path data required time at 92.63 ns
* Worst setup EP type: flop
* DP HPWL at 248,000 microns
* Status: finished, final reports clean
* CP Capture Point: imem[180][11]$_DFFE_PP_
* DRC viols at 0
* Max_slew headroom at 0.332
* CTS resizes at 0
* Cell chain of the critical path: clkdlybuf4s50_1 -> nor2b_2 -> buf_4 -> nand4_1 -> or3b_2 -> nor3_2 -> buf_4
* Synth Area per Inst at 24.5 sq um
* # setup viols final at 0
* Worst setup path start: en
* Slowest CP cell: or3b_2
* Yosys cell count at 6,565
* Final min period at 21.33 ns
* Synth cell types at 55
* Maximum vdd ir drop at 0.0177 mV
* Clock-pin slew on the worst setup and hold paths at 0.06 ns
* H-tree levels at 5
* Placed cells at 11,000
* I/O pins at 83
* Fin cells at 11,800
* Vias in the first global route at 79,700
* CTS buffer count at 417
* Tool warning count at 26
* Number of port buffers at 82
* Reg-to-reg endpoint: IR[1]$_SDFFE_PP0P_
* Most frequent cells in the layout: 4,128 x edfxtp_1, 1,360 x mux4_2, 437 x buf_4, 421 x clkbuf_16, 199 x nor2_1
* Crit-path most repeated cell: buf_4
* Core area at 319,000 sq um
* YS chip area at 161,000 sq um
* Fin crit share at 0.232
* Cells after Synth at 6,565
* Post-synth seq share at 0.776
* Placed cell areas at 169,000 sq um
* CTS tree: yes
* Ys Warns at 1
* GPL Wtd Cong at 0.915
* R2R cell count at 11
* Hold Worst Slack at 0.518 ns
* WP data arrival at 21.96 ns
* Max clock buf depth at 4
* Max-slew violations at 0
* Largest net degree at the start of global routing at 93
* Ys async rst share at 0
* Peak Freq at 0.0469 GHz
* Hold crit path type: flop to flop
* Clk latency late pin at 0.95 ns
## state kept, by name, indices dropped and copies added, names as in the netlist
name,flops
PC,8
regis,32
IR,16
imem,4096
state,3
ALU_OUT,8
## logic make-up (layout without fill, tap and decap cells)
family                   Yosys count  count (layout)  share of synthesized area
other                              0              22                          0
AND/OR/NAND/NOR                  468             468                     0.0128
flip-flops                      4163            4163                      0.776
buffers and inverters            390            1316                     0.0107
adder cells (fa/ha/maj)           18              18                    0.00150
XOR/XNOR                          16              16                   0.000873
multiplexers                    1390            1390                      0.193
AND-OR/OR-AND                    120             120                    0.00503
## final cells by class
type	count	area (sq um)	share of cell area
inverters	25	104	0.000569
clock buffers	489	10800	0.0593
flip-flops and latches	4163	125000	0.684
multi-input cells	2012	34500	0.189
well taps	4284	5360	0.0294
repair buffers	525	4300	0.0236
diodes	22	55.1	0.000302
clock inverters	277	2560	0.0140
## critical path: cells and delay by family
kind	cells	cell delay (ns)
AND/OR/NAND/NOR	4	2.32
buffers and inverters	3	1.22
## metal layers
layer / part of all wire / routed length, microns / global-route usage / vias up
met2: 0.48 / 193000 / 0.411 / 4452
met4: 0.028 / 11300 / 0.0627 / 14
li1: - / - / - / 29700
met1: 0.31 / 124000 / 0.380 / 37200
met5: 0.0010 / 416 / 0.0196 / -
met3: 0.18 / 73800 / 0.227 / 564
## where the power goes
| part | internal, W | total [W] | switching (W) | leakage, nW |
|---|---|---|---|---|
| Combinational | 0.000180 | 0.000412 | 0.000232 | 11.8 |
| Clock | 0.000940 | 0.00165 | 0.000712 | 6.51 |
| Sequential | 0.00209 | 0.00210 | 0.00000719 | 37.4 |
## cell usage after synthesis, drive strengths merged, types with 17 or more instances
master  number
edfxtp    4128
mux4      1360
nor2       302
clkbuf     202
buf        163
nand2       36
dfxtp       35
mux2i       26
inv         25
o21ai       24
nor3        22
a21oi       19
a31oi       18
and3        17
nand3       17
nor2b       17
## per-stage QoR
stage          utilization  setup slack, ns
2_1_floorplan            -            70.93
3_3_place_gp         0.530            69.72
3_5_place_dp         0.530            69.76
4_1_cts              0.572            70.76
5_1_grt              0.572            70.60
6_report             0.572            70.67
## worst min-delay path by stage
| stage | start | to | slack, ns | cells past startpoint |
|---|---|---|---|---|
| final | ALU_OUT[0]$_SDFFE_PP0P_ | ALU_OUT[0]$_SDFFE_PP0P_ | 0.52 | 2 |
| after global routing | ALU_OUT[7]$_SDFFE_PP0P_ | ALU_OUT[7]$_SDFFE_PP0P_ | 0.54 | 2 |
| after CTS | ALU_OUT[0]$_SDFFE_PP0P_ | ALU_OUT[0]$_SDFFE_PP0P_ | 0.52 | 2 |
Power and IR drop assume default switching activity.
